`flow/design.v`:
```
module pc_counter (clock, endereco);
	input clock;
	reg [31:0] counter;
	output [31:0] endereco;
	initial begin
		counter = 32'b00000000000000000000000000000000;
	end
	always @(posedge clock) begin
		counter = counter + 32'b00000000000000000000000000000001;
	end
	assign endereco = counter;
endmodule
module cpu (clock, valor_saida);
	input clock;
	output [31:0] valor_saida;
	wire [31:0] counter;
	wire [31:0] instrucao;
	wire [31:0] data_ula;
	wire [31:0] valor_regd;
	wire [31:0] valor_reg1;
	wire [31:0] valor_reg2;
	pc_counter pc_counter
	( 
		clock, 
		counter
	);
	memoria_instrucoes memoria_instrucoes
	(
		counter, 
		clock,
		instrucao
	);
	banco_registradores banco_registradores
	(
		clock,
		instrucao[26:22],
		instrucao[21:17],
		instrucao[16:12],
		data_ula,
		valor_regd,
		valor_reg1, 
		valor_reg2
	);
	ula ula
	(
		instrucao[31:27],
		valor_reg1,
		valor_reg2,
		data_ula
	);
	assign valor_saida = valor_regd;
endmodule
module memoria_instrucoes (counter, clock, instrucao_saida);
	input clock;
	input [31:0] counter;
	output [31:0] instrucao_saida;
	reg [31:0] memoria_instrucoes [99:0];
	always @(posedge clock)
	begin
		memoria_instrucoes[0] <= 32'b00001001100011000100000000000000; 
		memoria_instrucoes[1] <= 32'b00001001100011000100000000000000; 
		memoria_instrucoes[2] <= 32'b00001001100011000100000000000000;
		memoria_instrucoes[3] <= 32'b00001001100011000100000000000000;
		memoria_instrucoes[4] <= 32'b00011001100011000101000000000000;
		memoria_instrucoes[5] <= 32'b00001000100000100011000000000001;
		memoria_instrucoes[6] <= 32'b00001000100001100000000000000010;
		memoria_instrucoes[7] <= 32'b00001000100000000001000000000000; 
		memoria_instrucoes[8] <= 32'b00001000100000100011000000000001;
		memoria_instrucoes[9] <= 32'b00001000100001100000000000000010;
		memoria_instrucoes[10] <= 32'b00001000100000000001000000000000; 
		memoria_instrucoes[11] <= 32'b00001000100000100011000000000001;
		memoria_instrucoes[12] <= 32'b00001000100001100000000000000010;
		memoria_instrucoes[13] <= 32'b00001000100000000001000000000000; 
		memoria_instrucoes[13] <= 32'b00001000100000100011000000000001;
		memoria_instrucoes[15] <= 32'b00001000100001100000000000000010;
	end
	assign instrucao_saida = memoria_instrucoes[counter];
endmodule
module banco_registradores (clock, endereco_regd, endereco_reg1, endereco_reg2, data_in, valor_regd, valor_reg1, valor_reg2);
	input clock;
	input [4:0] endereco_regd;
	input [4:0] endereco_reg1;
	input [4:0] endereco_reg2;
	input [31:0] data_in;
	output [31:0] valor_regd;
	output [31:0] valor_reg1;
	output [31:0] valor_reg2;
	reg [31:0] registradores[31:0];
	initial begin
      	registradores[5'b00000] = 32'b00000000000000000000000000000011;
		registradores[5'b00001] = 32'b00000000000000000000000000000101;
		registradores[5'b00010] = 32'b00000000000000000000000000001011;
		registradores[5'b00011] = 32'b00000000000000000000000000000110;
		registradores[5'b00100] = 32'b00000000000000000000000000001010;  
		registradores[5'b00101] = 32'b00000000000000000000000000000011;  
		registradores[5'b00110] = 32'b00000000000000000000000000000000;  
	end
	always @(posedge clock)
	begin
		registradores[endereco_regd] <= data_in; 
	end
	assign valor_regd = registradores[endereco_regd];
	assign valor_reg1 = registradores[endereco_reg1];
	assign valor_reg2 = registradores[endereco_reg2];
endmodule
module ula
	(opcode, data1_in, data2_in, data_out);
	input [31:0] data1_in;   
	input [31:0] data2_in;
	input [4:0] opcode;
	output [31:0] data_out;
	reg [31:0] result;
	always @(data1_in or data2_in or opcode)
	begin
		case(opcode)
			5'b00001:
			result = data1_in + data2_in;
            5'b00011:
			result = data1_in - data2_in;
			default:
				result = 32'b00000000000000000000000000000000;
		endcase
	end
	assign data_out = result;
endmodule
```
`flow/run.sh`:
```
#!/bin/bash
# OpenROAD 26Q1-2900-gdf79404cd8, Yosys 0.63+post, stock flow scripts
make -C /OpenROAD-flow-scripts/flow DESIGN_CONFIG=/design/flow/config.mk WORK_HOME=/design/flow/orfs finish
```
`flow/config.mk`:
```
export PLATFORM = sky130hd
export DESIGN_NAME = cpu
export DESIGN_NICKNAME = cpu
export VERILOG_FILES = /design/flow/design.v
export SDC_FILE = /design/flow/constraint.sdc
export NUM_CORES = 4
export LEC_CHECK = 1
export CORE_UTILIZATION = 30
```
`flow/constraint.sdc`:
```
current_design cpu

set clk_period 21.4
set clk_io_pct 0.2

create_clock -name clk0 -period $clk_period [get_ports {clock}]

set non_clock_inputs [all_inputs -no_clocks]
set_input_delay [expr $clk_period * $clk_io_pct] -clock clk0 $non_clock_inputs
set_output_delay [expr $clk_period * $clk_io_pct] -clock clk0 [all_outputs]
```
==> ci_impl_report.md <==
### Yosys + OpenROAD results

| Metric | Value |
|---|---|
| Slew @ Worst Pin | about 930 ps |
| Place WS | ~13000 ps |
| Worst EP required | around 17000 ps |
| Top cells by area | edfxtp_1, ha_1, a21o_1 |
| Worst-path cell chain | inv_1 > ha_1 > nand2_1 > or3_1 > nand2b_2 > buf_4 > inv_2 > buf_4 > nand2_1 > nand2_1 > clkdlybuf4s50_1 |
| Sequential fraction of the synthesis area | 42.51% |
| Arr. time, crit path | between 4000 and 5000 ps |
| Final worst setup slack | ~13000 ps |
| Fmax achieved | approximately 0.12 GHz |
| Max-cap viol count | 0 |
| Post-CTS Hold Fix Bufs | 0 |
| Int Pwr | between 0.0002 and 0.00025 W |
| Worst path bufs/invs | 5 |
| Slew HR | 38.19% |
| Synthesis area per yosys | a little under 5000 um2 |
| Final Hold Violation Tally | 0 |
| # IOs | 33 |
| Skew final | roughly 7.4 ps |
| Pwr Total | 0.0002804 W |
| First-pass GRT wire length | between 15000 and 20000 um |
| # DRC | 0 |
| Cells after Synth | between 400 and 500 |
| # diodes | 0 |
| Yosys warnings | 2725 |
| # Cells Yosys | about 490 |
| Detail Route Antenna Nets | 0 |
| Final Max Tran Viols | 0 |
| CP max stage delay | 740 ps |
| Post-Route WL | between 10000 and 15000 um |
| Die width | roughly 130 um |
| Clk sinks | 71 |
| Comb power frac | 0% |
| Pwr Density | 49.74 nW/um2 |
| Input/output buffers | 32 |
| Pin count of the biggest net entering global routing | 68 |
| Worst vdd ir | 0.00003303 V |
| Top cells by count, synth | edfxtp_1, a21oi_1, a21o_1 |
| Die outline height | around 130 um |
| Unique cell type count in the Yosys netlist | ~50 |
| Top_reg_cell synth | edfxtp_1 |
| Placed inst area | approximately 5400 um2 |
| Worst path most repeated cell | nand2_1 |
| GPL Wtd Cong | between 0.8 and 0.9 |
| Syn-to-layout area delta | 16.20% |
| Levels on crit path | 11 |
| Cell with the most instances after synthesis | edfxtp_1 |
| Clock Tree Buf Depth | 2 |
| Vias per cell | ~5.0 |
| Final setup fails | 0 |
| Share of layout cells above drive strength 1 | under 10% |
| Ys async rst share | 0% |
| Net Sw Frac | 19.53% |
| Hpwl dp | 7141 um |
| Max FO, Critical Path | around 67 |
| Top cell area share | between 30% and 40% |
| Core area | between 15000 and 20000 um2 |
| Global route overflow | 0 |
| R2R cell count | 19 |
| Reg clk slew, reported paths | 50 ps |
| Sequential Power Share | between 50% and 60% |
| Critical path's top delay family | buffers and inverters |
| CTS tree | done |
| Final TNS setup | 0 ps |
| WL per Instance | between 10 and 15 um |
| Worst skew pair latency | about 330 ps |
| OpenROAD warnings | 28 |
| Slowest CP cell | or3_1 |
| Period Utilization, post-route | between 30% and 40% |
| Yosys top cell by area | edfxtp_1 |
| Unrepaired setup endpoints after global routing | no |
| Startpoint types | flip-flop |
| Worst Hold Depth | 1 |
| Cell Rows | around 46 |
| Root Driver | clkbuf_16 |
| # Post-CTS Setup Buffers | 0 |
| Fin crit period | 8483 ps |
| Mean Syn Cell Area | roughly 10 um2 |
| Cell Area, Synth | just under 5000 um2 |
| TritonRoute pass-1 iters | 5 |
| Initial Utilization | 30.65% |
| Fillers | ~1.5k |
| Vias | between 3k and 4k |
| Number of synthesized register bits | 71 |
| Net switching power | 0.00005476 W |
| Vias in the first global route | about 3.5k |
| Crit path kind | flip-flop to output pin |
| Total CTS buffers | 9 |
| Setup crit end kind | output pin |
| Post-synth EDFFs | around 64 |
| Design area | about 5600 um2 |
| CTS resizes | 0 |
| Status | finished clean |
| Pleak | about 2.4 nW |
| Chip area | roughly 17000 um2 |
| H-Tree Depth | 3 |
| Gr usage total | ~13% |
| DR iter-0 viols | 197 |
| Min-Delay Path Class | flip-flop to flip-flop |
| Clk pwr share | 46.9% |
| Initial antenna violation count | 0 |
## worst register-to-register path, cell delays in order, from the launching register on
cell      delay [ps]
dfxtp_1          340
inv_1            110
ha_1             230
nand2_1          110
or3_1            720
nand2b_2         200
buf_4            570
inv_2            520
buf_4            400
a31oi_1          300
inv_1            100
fa_1             470
nor2b_1          170
o31a_1           220
nor4_2            80
o31ai_4          390
a31oi_4          180
o211ai_2         180
o211ai_1         130
xnor2_1          160
## routing by layer
layer | vias up | part of all wire, % | track usage (%)
li1 | 1847 | - | -
met1 | 1680 | 51 | 21.26
met2 | 90 | 43 | 19.64
met3 | 11 | 5.5 | 3.532
met4 | 0 | 1.3 | 1.661
met5 | - | 0 | 0
## cell type report
class	instances	area [um2]	share of cell area, %
tap	216	270.3	4.795
multi-input combinational	377	2649	46.99
inverter	11	41.29	0.7325
timing repair buffer	37	357.8	6.348
sequential	71	2062	36.58
clock buffer	10	229.0	4.062
clock inverter	6	27.53	0.4883
## power by group through the flow
| stage | Combinational [W] | Clock (W) | Sequential (W) |
|---|---|---|---|
| 6_report | 0.00000000149 | 0.000131 | 0.000149 |
| 5_1_grt | 0.00000000149 | 0.000141 | 0.000149 |
| 4_1_cts | 0.00000000149 | 0.000135 | 0.000149 |
## path summary, 6_finish.rpt
path	endpoint	slack, ps	startpoint
max	valor_saida[2]	12920	pc_counter.counter[0]
min	pc_counter.counter[6]	490	pc_counter.counter[6]
max reg2reg	banco_registradores.registradores[2][28]	15540	pc_counter.counter[0]
min reg2reg	pc_counter.counter[6]	490	pc_counter.counter[6]
## layout by cell type, fill, tap and decap left out, types with 3 or more instances in the layout
cell type and count:
edfxtp_1 64, a21oi_1 58, a21o_1 50, ha_1 36, nand2_1 34, clkdlybuf4s50_1 32, and2_1 30, xnor2_1 26
nor2_1 20, o21ai_0 18, inv_1 10, nand2b_1 9, clkbuf_16 9, a31oi_1 8, xor2_1 7, nand3_1 7
o21a_1 7, dfxtp_1 7, nor3_1 6, nand4_1 6, or3_1 5, buf_4 5, a211oi_1 4, clkinv_2 4
nor2b_1 3, o21ai_2 3, o211ai_1 3, o21ai_1 3
## state kept, by name (all words and copies together), names as in the netlist
register and count:
banco_registradores.registradores 64, pc_counter.counter 7
## per-stage QoR
| step | hold slack, ps | std cells | utilization, % |
|---|---|---|---|
| 2_1_floorplan | 445.0 | 486 | - |
| 3_3_place_gp | 468.0 | 712 | 33.99 |
| 3_5_place_dp | 481.3 | 712 | 33.99 |
| 4_1_cts | 491.1 | 728 | 35.61 |
| 5_1_grt | 513.3 | 728 | 35.61 |
| 6_report | 493.7 | 728 | 35.61 |
## logic make-up after synthesis
kind of cell               after synthesis  share of synthesized area, %
xor gates and xnor gates                33                         5.958
and+or+nand+nor                        131                         14.16
DFF                                     71                         42.51
buffers and inverters                   38                         3.069
adders and majority gates               37                         9.698
muxes                                    1                        0.2064
AOI/OAI and AO/OA                      175                         24.40
Power and IR drop assume default switching activity.
